### run.sh
#!/bin/bash
# OpenROAD 26Q1-2900-gdf79404cd8, Yosys 0.63+post, stock flow scripts
make -C /OpenROAD-flow-scripts/flow DESIGN_CONFIG=/design/flow/config.mk WORK_HOME=/design/flow/orfs finish
### config.mk
export PLATFORM = sky130hd
export DESIGN_NAME = mux_4to1
export DESIGN_NICKNAME = mux_4to1
export VERILOG_FILES = /design/flow/design.v
export SDC_FILE = /design/flow/constraint.sdc
export NUM_CORES = 4
export LEC_CHECK = 1
export CORE_AREA = 10 10 76 76
export DIE_AREA = 0 0 86 86
### constraint.sdc
current_design mux_4to1

set clk_period 1.1
set clk_io_pct 0.2

create_clock -name clk0 -period $clk_period

set non_clock_inputs [all_inputs -no_clocks]
set_input_delay [expr $clk_period * $clk_io_pct] -clock clk0 $non_clock_inputs
set_output_delay [expr $clk_period * $clk_io_pct] -clock clk0 [all_outputs]
### design.v
package riscv_pkg;
	typedef struct packed {
		logic [1:0] alu_op    ;
		logic       branch    ;
		logic       jump      ;
		logic [1:0] result_src;
		logic [3:0] mem_w     ;  
		logic       alu_src   ;
		logic [2:0] imm_src   ;
		logic [3:0] reg_w     ;  
		logic       pc_update ;
		logic       lui       ;
		logic       auipc     ;
	} cntrl_sigs_t ;
endpackage
module mux_4to1#(
	parameter WIDTH=32)(
	input [WIDTH-1:0]in1,
	input [WIDTH-1:0]in2,
	input [WIDTH-1:0]in3,
	input [WIDTH-1:0]in4,
	input [1:0]s,
	output logic [WIDTH-1:0]out);
always_comb
	out =s[1] ? (s[0]? in4:in3):(s[0]? in2:in1);
	endmodule : mux_4to1
==> results.ini <==
[worst_setup_path]
path_max_fanout=8
cp_top_family=multiplexers
cp_cell_sequence=buf_12 > buf_12 > buf_6 > mux4_2 > buf_2
worstSetupEndpointType=primary output
path_buffers=4
crit_arrival_ns=1.18
cp_slowest_cell=mux4_2
worstPathRequired_ns=0.88
cpMostUsedCell=buf_12
path_class=input port to primary output
slowest_delay_ns=0.49
critPathLaunchType=input port

[die]
die_area_um2=7400
initCoreUtil=0.198
io-pin-count=162
core-area_um2=4120
die_h_um=86
die_w_um=86
rows=23

[global_route]
gr-usage-met2=0.281
track_usage=0.156
grt_start_max_net_pins=17
grt-ovfl-total=0
busiest_layer=met2
grt_pass1_vias=1441
antenna_found_initial=0
met3_usage=0.0782
met1_usage=0.168
grt_pass1_wl_mm=8.65

[yosys]
avgSynthCellArea_um2=20.9
ys_cells=39
synth_seq_share=0
yosysWarnings=1
postSynthCellCount=39
netlist_area_um2=815
yosysUniqueCellTypes=5
yosys-stat-area_um2=815

[place]
gp_congestion=0.888
hpwl_mm=5.32
port_buffers=162
dp.cells=248

[drt]
vias=1218
routed_wl_mm=6.05
firstDrtPassIters=2
routedWlPerCell_um=22.9
ant_nets=0
diodes=0
first_iter_violations=44
drc=0
vias_per_cell=4.61

[cells_and_area]
fin_cells=264
synthToLayoutAreaGrowth_pct=195
seq_cell_count=0
clkbuf_count=0
regArea_um2=0
final_core_util=0.584
layout-drive-gt1-share=0.402

[sta]
finalHoldViolations=0
clock.fmax_mhz=716
fin_ws_ns=-0.297
final-setup-viol-count=32
setup_tns_ns=-7.96
max_slew_margin=0.933
rsz0062_at_grt=yes
slew_violations=0
period_used_share=1.27
whs_ns=0.826
finalCriticalPeriod_ns=1.40
worst_pin_slew_ns=0.100

[clock_tree]
hold_buffers=0

[power]
p_leak_uw=0.00118
power_uw=804
power_density_nw_per_um2=334
peakVddDrop_mv=0.146

[flow_run]
cap_viol_max_count=0
warning_count=36

[min_path]
hp-class=input port to primary output

[status]
violations=setup timing
outcome=finished with violations

## per-stage QoR
| stage | setup slack [ns] | instance area [um2] |
|---|---|---|
| floorplan | -0.0316 | 823 |
| global placement | -0.842 | 2470 |
| detailed placement | -0.857 | 2470 |
| CTS | -0.307 | 2400 |
| global route | -0.330 | 2400 |
| finish | -0.297 | 2400 |
## cell type report
class / count / area [um2]
tap: 50 / 62.6
timing repair buffer: 182 / 1620
fill: 398 / 1710
multi-input combinational: 32 / 721
## repair_timing
item,4_1_cts,5_1_grt
cloned,3,0
resized,252,1
endpoints found under the hold margin,0,0
endpoints found under the setup margin,32,32
buffers inserted,13,0
## synth_stat cells
master   n  share of area
buf_12   3          0.074
mux4_2  30           0.83
buf_2    3          0.018
buf_6    1          0.014
mux4_1   2          0.065
## layout by cell type (no fill, tap or decap)
cell            synthesis  final
buf_8                   0      1
buf_6                   1      6
buf_12                  3      6
buf_2                   3     32
buf_16                  0      2
bufbuf_16               0      1
mux4_2                 30     32
buf_4                   0      6
dlymetal6s2s_1          0      1
dlygate4sd2_1           0    127
## where the power goes
part | total, uW | switching, uW | internal (uW)
clock network | 0 | 0 | 0
logic | 804 | 203 | 601
registers | 0 | 0 | 0
## cells by family after synthesis
group	synth area share
multiplexers	0.894
buffers and inverters	0.106
## final timing paths
kind                  startpoint      end  slack (ns)  cells after the start
worst max-delay path        s[0]   out[3]       -0.30                      5
worst min-delay path     in2[10]  out[10]        0.83                      3
## tightest hold or removal path, delay by kind of cell
kind	cells	cell delay [ns]
mux	1	0.22
buf+inv	2	0.17
## per-layer routing
layer | share of wire | vias up
met4 | 0.0020 | 0
met5 | 0 | -
met2 | 0.53 | 84
li1 | - | 559
met3 | 0.13 | 2
met1 | 0.34 | 573
Power figures rest on the tool's default switching activity, not on a simulated workload.
