==> /design/flow/design.v <==
package riscv_pkg;
	typedef struct packed {
		logic [1:0] alu_op    ;
		logic       branch    ;
		logic       jump      ;
		logic [1:0] result_src;
		logic [3:0] mem_w     ;  
		logic       alu_src   ;
		logic [2:0] imm_src   ;
		logic [3:0] reg_w     ;  
		logic       pc_update ;
		logic       lui       ;
		logic       auipc     ;
	} cntrl_sigs_t ;
endpackage
module mux_2to1 #(parameter WIDTH=32) (
	input        [WIDTH-1:0] in1,
	input        [WIDTH-1:0] in2,
	input                    s  ,
	output logic [WIDTH-1:0] out
);
	always_comb
		out = s ? in2:in1;
endmodule : mux_2to1
==> /design/flow/run.sh <==
#!/bin/bash
# OpenROAD 26Q1-2900-gdf79404cd8, Yosys 0.63+post, stock flow scripts
make -C /OpenROAD-flow-scripts/flow DESIGN_CONFIG=/design/flow/config.mk WORK_HOME=/design/flow/orfs finish
==> /design/flow/config.mk <==
export PLATFORM = sky130hd
export DESIGN_NAME = mux_2to1
export DESIGN_NICKNAME = mux_2to1
export VERILOG_FILES = /design/flow/design.v
export SDC_FILE = /design/flow/constraint.sdc
export NUM_CORES = 4
export LEC_CHECK = 1
export CORE_AREA = 10 10 71 71
export DIE_AREA = 0 0 81 81
==> /design/flow/constraint.sdc <==
current_design mux_2to1

set clk_period 1.0
set clk_io_pct 0.2

create_clock -name clk0 -period $clk_period

set non_clock_inputs [all_inputs -no_clocks]
set_input_delay [expr $clk_period * $clk_io_pct] -clock clk0 $non_clock_inputs
set_output_delay [expr $clk_period * $clk_io_pct] -clock clk0 [all_outputs]
==> flow_results.org <==
#+TITLE: Flow metrics

** Run status
- Outcome :: complete, but fails checks
- Violations in the final reports :: negative setup slack

** Hold path
- STA reports the tightest min-delay check as being of type in2out.
- For the worst min-delay path, the startpoint reported by OpenROAD is in2[29].

** STA
- Count of final setup violators :: 32
- The final hold violation count recorded for this run is 0.
- Across all setup checks in the final design, the least slack found is -179 ps.
- The most critical hold endpoint after final layout shows a slack of 691 ps.
- Setup repair after global routing could not meet its margin everywhere.
- For reference, the final report shows the max-slew violation count at 0.
- In this run the tightest slew margin relative to its limit is 0.942.
- The worst path in the final design needs a cycle of 1180 ps, including I/O delays and setup.
- Tcrit/Tclk final :: 1.18
- Fmax achieved :: 0.848 GHz
- Final setup TNS :: -3300 ps
- Least-Margin Pin Slew :: 87.0 ps

** Run
- Max_cap viols :: 0
- OpenROAD warning count :: 34

** Setup path
- The worst setup path is launched from an input pin.
- Data on the critical path arrives at its endpoint at 980 ps.
- In this run the worst setup path begins at s.
- Critical-path cell list :: buf_12 -> buf_12 -> buf_12 -> mux2_4 -> buf_6
- In this run the worst path has a maximum fanout of 6.
- Slowest cell delay on critical path :: around 290 ps
- For reference, the most critical setup path is categorized as in2out.
- The timing report attributes the biggest portion of critical-path delay to buffers and inverters.
- Along the critical path, the tally of buffer and inverter instances is 4.
- STA classifies the critical path endpoint as an output pin.
- The slowest stage of the critical path belongs to the cell sky130_fd_sc_hd__mux2_4.
- Cell mode on critical path :: sky130_fd_sc_hd__buf_12
- Worst endpoint required time :: 800 ps

** Global route
- Vias in the first global route :: 764
- For this run, global-route usage on met2 was measured as 0.143.
- Overall track demand over capacity in global routing :: 0.0779
- The first global-routing pass estimated slightly above 4 mm of wire.
- For this run, global-route usage on met1 was measured as 0.0903.
- Top Usage Layer GRT :: met2
- The number of antenna violations at the first check in global routing was 0.
- Entering global routing, the biggest net connects 11 pins.
- Total overflow reported by the global router :: 0
- For met3 alone, demand over resource in global routing was 0.0278.

** Power and ir drop
- Switching power share of the total :: 0.220
- Of the total power, registers draw 0.
- Static power due to leakage :: 0.000872 µW
- Cell Int Power :: 487 µW
- In this run the power spent charging and discharging nets is 137 µW.
- The power report attributes to the combinational group a share of 1.000.
- Final total power :: 624 µW
- Per the summary, power density relative to cell area is between 300 and 400 nW/µm².
- Of the total power, the clock network draws 0.
- Peak supply drop :: 169 µV

** Floorplan
- For this design the top-level I/O count stands at around 97.
- Height of the die :: 81 µm
- At the floorplan stage, the core utilization is reported as 0.150.
- Area inside the core boundary :: 3630 µm²
- The floorplan step set the die width to a little over 80 µm.
- Row generation in the floorplan step produced 22 rows.
- The floorplan step defined a die boundary enclosing 6560 µm².

** Place
- # port buffers :: between 90 and 100
- HPWL after detailed placement :: 2.50 mm
- Final estimated routing congestion in global placement :: 0.832
- After detailed placement, the design holds a cell count of approximately 180.

** Drt
- Dividing the detail-routed wire length by the instance count gives 15.4 µm.
- For this block, the routed nets add up to 2.88 mm of wire.
- Post-route DRC :: 0
- The final route contains around 720 vias.
- Number of DRC markers after the initial detailed-route iteration :: 3
- Average vias per placed instance :: 3.82
- Final ANT Viol Nets :: 0
- TritonRoute pass-1 iters :: 2
- The repair_antennas step left the layout with diodes totalling 0.

** Finish
- Share of the core filled with cells :: 0.438
- Filler Cell Count :: 357
- The layout report lists the combined flip-flop and latch area as 0 µm².
- The final layout contains a sequential cell count of 0.
- The layout summary lists the proportion of cells stronger than drive strength 1 as 0.540.
- The flow measured a signed area growth from synthesis to layout of 192%.
- The finished layout holds 187 standard cells, fillers aside.
- Counting only logic cells after layout, the most numerous master is sky130_fd_sc_hd__dlygate4sd2_1.
- Most frequent cells in the layout :: sky130_fd_sc_hd__dlygate4sd2_1 (51), sky130_fd_sc_hd__mux2_4 (31), sky130_fd_sc_hd__buf_6 (23), sky130_fd_sc_hd__buf_2 (13), sky130_fd_sc_hd__clkdlybuf4s50_1 (9)
- Clock buffer instance count of the final layout :: 0

** Synth
- Tally of unique sky130hd cells used after synthesis :: 4
- Main area contributors :: sky130_fd_sc_hd__mux2_4 (83%), sky130_fd_sc_hd__buf_12 (11%), sky130_fd_sc_hd__mux2_2 (4.1%)
- Of all cell types, the one taking the most synthesized area is sky130_fd_sc_hd__mux2_4.
- Top-area cell share :: 0.828
- Average cell area after synthesis :: 15.1 µm²
- Cell count after synthesis :: 36
- The warning tally printed by Yosys for this design is 1.
- The share of the Yosys chip area taken by registers is 0.
- Netlist Area Pre-Place :: approximately 540 µm²
- Number of cells in Yosys stat :: 36
- Synthesized chip area reported by yosys :: 544 µm²
synth_stat cells:
cell and instances:
sky130_fd_sc_hd__buf_6 1, sky130_fd_sc_hd__mux2_2 2, sky130_fd_sc_hd__buf_12 3, sky130_fd_sc_hd__mux2_4 30
power groups by stage:
stage	Combinational (µW)	Sequential (µW)	Clock, µW
CTS	614	0	0
finish	624	0	0
global route	666	0	0
final timing paths:
path	cells past startpoint	to
hold / removal	3	out[29]
setup / recovery	5	out[4]
logic make-up after synthesis:
group	count (synthesis)	share of synthesized area
buffers and inverters	4	0.131
multiplexers	32	0.869
cell type report:
cell class                 count  area, µm²  area share
tap                           48       60.1      0.0378
timing repair buffer         107       1050       0.662
multi-input combinational     32        477       0.300
metal layers:
| metal | vias up | routed length (µm) | part of all wire |
|---|---|---|---|
| met5 | - | 0 | 0 |
| li1 | 345 | - | - |
| met3 | 0 | 350 | 0.12 |
| met1 | 320 | 1080 | 0.37 |
| met2 | 50 | 1450 | 0.50 |
| met4 | 0 | 0 | 0 |
worst min-delay path, delay by kind of cell:
kind     cells  cell delay (ps)
mux          1              130
buf+inv      2              160
stage by stage:
stage | setup slack [ps] | area, µm²
final | -179 | 1590
after global routing | -196 | 1590
after CTS | -181 | 1540
after detailed placement | -512 | 1540
after global placement | -504 | 1540
after floorplan | 66.9 | 544
timing repair:
| action | in CTS | in global routing |
|---|---|---|
| gates resized | 171 | 10 |
| setup buffers | 5 | 1 |
| hold buffers | 0 | 0 |
| setup endpoints to repair | 32 | 32 |
| cloned | 2 | 0 |
Power and IR drop assume default switching activity.
